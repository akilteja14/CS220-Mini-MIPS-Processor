## ./design.v

```verilog
`timescale 1ns / 1ps
module Registers(input [4:0] rs,input [4:0] rt,input [4:0] rd,input reg_dst,output [31:0] read_data1,output [31:0] read_data2,input [31:0] write_data,input reg_write,input clk);
    reg [31:0] registers[0:31];
    initial begin
        registers[0] = 32'b0;  
    end
    always @(*) begin
        if(reg_write) begin
            if(reg_dst) begin
                registers[rd] <= write_data;  
            end
            else begin
                registers[rt] <= write_data;  
            end
        end
    end
    assign read_data1 = registers[rs];
    assign read_data2 = registers[rt];
    initial begin
        $monitor("Register 0: %d, Register 1: %d, Register 2: %d, Register 3: %d, Register 4: %d", registers[0], registers[1], registers[2], registers[3], registers[4]);
    end
endmodule 
```

## ./run.sh

```bash
#!/bin/bash
# OpenROAD 26Q1-2900-gdf79404cd8, Yosys 0.63+post, stock flow scripts
make -C /OpenROAD-flow-scripts/flow DESIGN_CONFIG=/design/flow/config.mk WORK_HOME=/design/flow/orfs finish
```

## ./config.mk

```make
export PLATFORM = sky130hd
export DESIGN_NAME = Registers
export DESIGN_NICKNAME = Registers
export VERILOG_FILES = /design/flow/design.v
export SDC_FILE = /design/flow/constraint.sdc
export NUM_CORES = 4
export LEC_CHECK = 1
export CORE_UTILIZATION = 40
```

## ./constraint.sdc

```tcl
current_design Registers

set clk_period 12.1
set clk_io_pct 0.2

create_clock -name clk0 -period $clk_period

set non_clock_inputs [all_inputs -no_clocks]
set_input_delay [expr $clk_period * $clk_io_pct] -clock clk0 $non_clock_inputs
set_output_delay [expr $clk_period * $clk_io_pct] -clock clk0 [all_outputs]
```

==> impl_metrics.toml <==
# physical design summary
[global_routing]
first_global_vias = 31300
grt_overflow = 0
grt_pass1_wl_mm = 260
grt_max_degree = 35
grt_usage_pct = 53.6
antenna_found_initial = 11

[synthesis]
ys_cells = 3153
yosys.area_share.aoi_pct = 28.7
edf_count = 0
ys_chip_area_sq_um = 29200
ys_sh_mux_pct = 2.33
synth.ff_latch_count = 1024
simple_gate_area_share_pct = 12.2
ys_async_sr_fraction_pct = 0
top_cell = "dlxtn_1"
ff_type = "dlxtn_1"
top_cell_area_share_pct = 52.8
synth_area_sq_um = 29200
avgSynthCellArea_sq_um = 9.25
xor_share_pct = 0
ys_types = 68
ys_sh_adder_pct = 0
logic_family = "AND-OR/OR-AND gates"
yosysWarnings = 3
top_cells_by_count = "dlxtn_1 (1024), a22oi_1 (751), nand2_1 (223)"
topCellsByArea = "dlxtn_1 (53%), a22oi_1 (19%), nand2_1 (2.9%)"
syn-instance-count = 3153
largest_area_cell = "dlxtn_1"

[routing]
drc = 0
wl_per_cell_microns = 46.9
dr.pass1.iters = 10
drtIter0Drc = 4824
ant_nets = 0
routed_via_density = 7.88
vias = 32800
postRouteWirelength_mm = 195

[worst_setup_path]
cp-start-kind = "input pin"
cp-end-kind = "output pin"
crit_fanout = 31
crit_type = "in -> out"
cp.required_ns = 9.68
cp.arrival_ns = 6.79

[floorplanning]
ios = 114
fp.dieW_microns = 272
fp_util_pct = 40.6
coreArea_sq_um = 71900
fp.dieH_microns = 272
die_area_sq_um = 74000
fp-row-count = 98

[placed_design]
dp_cells = 4138
numPortBuffers = 113
hpwl_mm = 110
dp_slack_ns = 3.31
placed_area_sq_um = 32000
gp_congestion = 1.06

[worst_hold_path]
hold_depth = 4
hold_end = "read_data2[3]"
worstHoldPathType = "in -> out"
min_from = "rt[3]"

[clock_tree]
cts_setup_buffers = 0
cts-resized-gates = 0
holdBufCountCts = 0

[sta]
untimed_endpoints = 1024
relSlewSlack_pct = 29.8
rsz0062_at_grt = "false"
finalWorstSetupSlack_ns = 2.89
period_used_pct = 76.1
timing.fmax_ghz = 0.109
tightest_slew_ns = 1.05
unclocked_regs = 1024
fin_setup_tns_ns = 0
slew_violations = 0
setup-violations-final = 0
fin_crit_ns = 9.21
hold_viol_final = 0

[power]
intPower_uw = 453
power-per-cell-area_nw_per_um2 = 29.1
ir_drop_mv = 0.0231
swShare_pct = 51.5
power.net_switching_uw = 481
leakagePower_nw = 13.5

[final_layout]
reg.largest.list = "registers x1024"
final_cells = 4156
fill_cells = 6886
largest_reg_flops = 1024
syn_to_final_growth_pct = 9.89
final_util_pct = 44.6
design_area_sq_um = 32000
drive_gt1_share_pct = 9.32
top_register = "registers"

[outcome]
status = "completed"

[job]
warning_count = 33
maxCapViolCount = 0
## cells by family (layout without fill, tap and decap cells)
| logic type | Yosys count | after routing |
|---|---|---|
| AND/OR/NAND/NOR | 698 | 698 |
| latches | 1024 | 1024 |
| other | 0 | 18 |
| multiplexers | 66 | 66 |
| buffers and inverters | 250 | 285 |
| AND-OR/OR-AND | 1115 | 1115 |
## routing by layer
layer | wire (microns) | global-route usage, % | up-vias
li1 | - | - | 12200
met1 | 65200 | 63.2 | 15400
met3 | 35900 | 34.8 | 1324
met5 | 309 | 3.92 | -
met2 | 75100 | 70.4 | 3754
met4 | 18500 | 36.8 | 16
## power by group through the flow
stage,registers [mW],logic [mW],clock network [mW]
5_1_grt,0.353,0.600,0
4_1_cts,0.331,0.563,0
## worst max-delay path, cell delays in order
cell and delay (ns):
buf_2 0.57, buf_4 0.60, nand3b_2 0.25, buf_4 0.31
nor2_2 0.74, buf_4 0.52, a32oi_1 0.10, o21ai_0 0.12
a2111oi_0 0.13, a21oi_1 0.42, clkdlybuf4s50_1 0.55
## metrics by stage
step	power [mW]	hold WS, ns
after global routing	0.953	6.03
after detailed placement	0.891	6.01
after CTS	0.894	6.01
final	0.934	6.03
after floorplan	0.537	5.20
after global placement	0.891	6.01
## cell type report
class                   instances  area [sq um]  share of cell area (%)
inverters                       7          26.3                  0.0820
flip-flops and latches       1024         15400                    48.0
repair buffers                278          2340                    7.31
multi-input cells            1879         13100                    40.8
diodes                         18          45.0                   0.141
well taps                     950          1190                    3.71
## cells in the final DEF (no fill, tap or decap), types with 19 or more instances in the layout
cell,instances
nand3_1,51
a22oi_1,751
buf_4,166
clkdlybuf4s50_1,107
a221oi_1,45
mux2i_1,50
a222oi_1,20
a31oi_1,19
dlxtn_1,1024
nor4_1,23
nor2_1,80
nor2_4,56
nor3_1,44
a22o_1,43
o22ai_1,30
o21ai_0,34
nand4_1,96
a21oi_1,66
nand2_2,34
nand2_1,190
o32a_1,24
## worst max-delay path by stage
| stage | from | end | slack (ns) | cells after the start |
|---|---|---|---|---|
| CTS | rt[1] | read_data2[1] | 3.30 | 11 |
| global route | rt[2] | read_data2[17] | 3.05 | 11 |
| finish | rt[2] | read_data2[17] | 2.89 | 11 |
Power is estimated from default activity; no workload was simulated.
