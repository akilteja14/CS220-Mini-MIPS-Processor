File: /design/flow/design.v
`timescale 1ns / 1ps
module Instruction_memory(
    input wire [9:0] a,         
    input wire [31:0] d,       
    input wire [9:0] dpra,     
    input wire clk,            
    input wire we,             
    output wire [31:0] dpo     
);
    parameter INSTR_MEM_HEIGHT = 1024;
    reg [31:0] instr_mem[INSTR_MEM_HEIGHT-1:0];  
    integer i;
    initial begin
        instr_mem[0] = 32'b00100000000000010000000000100111;
        instr_mem[1] = 32'b00100000000000100000000000010000;
        instr_mem[2] = 32'b00000000001000100001100000100000;
        instr_mem[3] = 32'b10101100010000110000000000000000;
        instr_mem[4] = 32'b10001100010001000000000000000000;
        instr_mem[5] = 32'b00000000001000100000000000011000;
        instr_mem[6] = 32'b11111100000000000000000000000000;  
    end
    assign dpo = instr_mem[dpra >> 2];  
endmodule
File: /design/flow/run.sh
#!/bin/bash
# OpenROAD 26Q1-2900-gdf79404cd8, Yosys 0.63+post, stock flow scripts
make -C /OpenROAD-flow-scripts/flow DESIGN_CONFIG=/design/flow/config.mk WORK_HOME=/design/flow/orfs finish
File: /design/flow/config.mk
export PLATFORM = sky130hd
export DESIGN_NAME = Instruction_memory
export DESIGN_NICKNAME = Instruction_memory
export VERILOG_FILES = /design/flow/design.v
export SDC_FILE = /design/flow/constraint.sdc
export NUM_CORES = 4
export LEC_CHECK = 1
export CORE_AREA = 10 10 70 70
export DIE_AREA = 0 0 80 80
export SYNTH_MEMORY_MAX_BITS = 65536
File: /design/flow/constraint.sdc
current_design Instruction_memory

set clk_period 1.2
set clk_io_pct 0.2

create_clock -name clk0 -period $clk_period

set non_clock_inputs [all_inputs -no_clocks]
set_input_delay [expr $clk_period * $clk_io_pct] -clock clk0 $non_clock_inputs
set_output_delay [expr $clk_period * $clk_io_pct] -clock clk0 [all_outputs]
==> results_slide.txt <==
Implementation Results

Global route
  – Initial antenna violation count: 0
  – Largest net degree at the start of global routing: 6
  – Vias in the first global route: 319
  – First-pass GRT wire length: 1460 microns
  – Overall routing resource usage: between 2 and 3%
  – Gr ovfl total: 0

Die
  – Die area: approximately 6400 sq um
  – FP Rows: 21
  – CORE AREA: approximately 3400 sq um
  – Chip Height: 80 microns
  – Fp util: approximately 10%
  – Top Ports: ~86
  – Die width: around 80 microns

Synth
  – YS chip area: approximately 340 sq um
  – Biggest area consumer among synthesized cells: buf_4
  – Cell Type Count: 13
  – Synth top cell by count: buf_4
  – Post-Syn Instances: approximately 41
  – Synth cell count leaders: buf_4, ha_1
  – Mapped cell area: ~340 sq um
  – Syn. warnings: 1
  – Ranking of synthesized cells by area: buf_4, ha_1, mux2_2
  – Yosys top cell area share: a little over two fifths
  – Mean post-synth cell area: between 8 and 9 sq um
  – Seq/Total Area, Yosys: 0%
  – Yosys cell count: between 40 and 50

Critical path
  – Buf+Inv Stages, Crit Path: 4
  – Startpoint class of the critical path: primary input
  – Worst path cell trace: buf_8, buf_6, buf_4, ha_1, mux2_2, buf_2
  – WP data required: between 0.9 and 1 ns
  – CP endpoint kind: output port
  – Crit-path leading delay family: buffers and inverters
  – Max FO, Critical Path: 3
  – Setup CP Type: primary input to output port
  – Worst EP arrival: roughly 1.1 ns
  – Crit-path max cell delay: about 0.25 ns
  – CP max-delay cell: mux2_2

Timing
  – Setup WS post-layout: -0.154 ns
  – RSZ-0062 raised after global routing: true
  – Tmin final: between 1 and 1.5 ns
  – Achievable Freq: between 0.7 and 0.8 GHz
  – Hold WS: just over 0.8 ns
  – Period utilization: 113%
  – Final hold vios: 0
  – Slew Viols, Final: 0
  – Final setup viols: 8

Finish
  – Final std cells w/o fill: between 100 and 150
  – Number of sequential cells: 0
  – Layout overhead on the synthesized area: 104%
  – Flop area: 0 sq um
  – Layout cells sized above 1: between 60% and 70%
  – Fillers: around 380
  – Core Util, Final: 20.1%
  – CLK BUF: 0

Run
  – Count of tool warnings: 90
  – Max-cap violations: 0

Placement
  – Placed cells: 109
  – I/O Buffers: 22
  – Gpl congestion: between 0.7 and 0.8
  – Post-DP HPWL: 878 microns

Drt
  – Routed WL: between 1000 and 1500 microns
  – Avg WL per Cell: roughly 10 microns
  – Number of diodes: 0
  – DRT Pass-1 Iters: 2
  – Vias per std cell: between 2 and 3
  – DRC viols: 0
  – DR vias: around 320
  – DR iter-0 viols: 3
  – Detail Route Antenna Nets: 0

Run status
  – Failing checks: negative setup slack
  – Status: complete, but fails checks

CTS
  – Hold_buf cts: 0

Power and ir drop
  – Static leakage: around 0.42 nW
  – Switching power: about 0.000059 W
  – Power share of the clock group: 0%
  – Comb power frac: roughly 100%
  – Sw frac: 34.8%
  – Total power per unit cell area: approximately 250 nW/um^2
  – VDD IR max: between 0.07 and 0.08 mV
  – Share of power burned in registers: 0%
  – Internal power: roughly 0.00011 W

Min path
  – Hold crit path type: primary input to output port
==> power by group through the flow <==
stage | Combinational [W] | Clock, W | Sequential [W]
4_1_cts | 0.000142 | 0 | 0
5_1_grt | 0.000194 | 0 | 0
6_report | 0.000171 | 0 | 0
==> final timing paths <==
| check | from | end | slack (ns) | cells past startpoint |
|---|---|---|---|---|
| min | dpra[4] | dpo[22] | 0.83 | 3 |
| max | dpra[3] | dpo[22] | -0.15 | 6 |
==> metrics by stage <==
step                      area [sq um]  total power, W  setup WS [ns]  setup TNS (ns)
final                              686        0.000171         -0.154          -0.916
after floorplan                    382       0.0000767          0.130               0
after detailed placement           566        0.000147         -0.837          -12.96
after global routing               686        0.000194         -0.183           -1.20
after CTS                          579        0.000142         -0.250           -1.76
after global placement             566        0.000148         -0.807          -12.69
==> kinds of logic after synthesis <==
logic type,synth area share [%]
adder cells (fa/ha/maj),22.3
buffers and inverters,48.0
AND/OR/NAND/NOR,16.0
other,1.11
multiplexers,12.6
==> layout make-up <==
type                       count  area, sq um  area share [%]
timing repair buffer          37          335            48.9
multi-input combinational     31          275            40.1
tap                           46         57.6            8.39
inverter                       2         17.5            2.55
==> cell usage in the layout (no fill, tap or decap), drive strengths merged <==
master,instances
and2b,2
mux2i,2
conb,13
clkbuf,6
buf,25
dlymetal6s2s,5
or2,1
mux2,2
inv,2
and2,3
ha,6
dlygate4sd2,1
nor2,2
==> per-layer routing <==
| layer | track usage (%) | share of wire, % | up-vias |
|---|---|---|---|
| li1 | - | - | 152 |
| met1 | 3.43 | 45 | 145 |
| met2 | 4.17 | 42 | 23 |
| met3 | 1.70 | 13 | 0 |
| met4 | 0 | 0 | 0 |
| met5 | 0 | 0 | - |
==> timing repair <==
action / 4_1_cts / 5_1_grt
pin swaps: 1 / 2
resized: 56 / 35
setup endpoints to repair: 19 / 15
setup buffers: 4 / 4
cloned: 0 / 0
No activity file was given, so power comes from the tool's default toggle rates.
